==> flow/design.v <==
module CU (
    input [44:0] instruction,
    input clk,
    input rst,
    input mem_ready,
    input operation_enable,
    output reg [31:0] immediate_memory_data,
    output reg memory_write,
    output reg memory_read,
    output reg mux_select,
    output reg [9:0] memory_address,
    output reg reg_select,
    output reg reg_load_enable,
    output [1:0] alu_opcode,
    output reg ready
);
    reg [44:0] inst_reg;
    reg [2:0] inner_counter;
    assign alu_opcode = inst_reg[43:42];
    always @(posedge rst) begin
        inner_counter <= 3'b000;
        memory_write <= 1'b0;
        memory_read <= 1'b0;
        reg_load_enable <= 1'b0;
        mux_select <= 1'b1;
	    ready <= 1'b1;
    end
    always @(posedge clk) begin
        if (rst == 1'b0) begin
            if ((ready == 1'b1) && (operation_enable == 1'b1)) begin
                ready = 1'b0;
                inst_reg = instruction;
                inner_counter = 3'b001;
                if ((~inst_reg[44]) & (inst_reg[43] | inst_reg[42])) begin  
                    memory_address <= inst_reg[41:32];
                    immediate_memory_data <= inst_reg[31:0];
                    mux_select <= 1'b1;
                    #2  memory_write = 1'b1;
                    #12 memory_write = 1'b0;
                end
                else if (~(inst_reg[44] | inst_reg[43] | inst_reg[42])) begin  
                    memory_address = inst_reg[41:32];    
                    #2  memory_read = 1'b1;
                    #12 memory_read = 1'b0;
                end
                else if (inst_reg[44]) begin  
                    reg_select <= 1'b0;
                    memory_address <= inst_reg[41:32];
                    #2  memory_read = 1'b1;
                    #12 memory_read = 1'b0;
                end
            end
        end
    end
    always @(posedge mem_ready) begin
        if (rst == 1'b0) begin
            if (!inst_reg[44]) begin  
                if (inner_counter == 3'b001) begin
                    inner_counter <= 3'b000;
                    ready <= 1'b1;
                end
            end
            else begin
                if (inner_counter == 3'b001) begin
                    reg_load_enable <= 1'b1;  
                    memory_address <= inst_reg[31:22];  
                    #10 reg_load_enable = 1'b0;  
                    reg_select <= 1'b1;  
                    memory_read <= 1'b1;
                    #12 memory_read <= 1'b0;
                    inner_counter <= inner_counter + 1;   
                end
                else if (inner_counter == 3'b010) begin
                    reg_load_enable = 1'b1;  
                    mux_select <= 1'b0;  
                    memory_address <= inst_reg[21:12];  
                    #10 reg_load_enable <= 1'b0;  
                    memory_write <= 1'b1;  
                    #12 memory_write <= 1'b0;
                    inner_counter <= inner_counter + 1;   
                end
                else if (inner_counter == 3'b011) begin  
                    ready <= 1'b1;
                    inner_counter <= 3'b0;
                end
            end
        end
    end
endmodule
==> flow/run.sh <==
#!/bin/bash
# OpenROAD 26Q1-2900-gdf79404cd8, Yosys 0.63+post, stock flow scripts
make -C /OpenROAD-flow-scripts/flow DESIGN_CONFIG=/design/flow/config.mk WORK_HOME=/design/flow/orfs finish
==> flow/config.mk <==
export PLATFORM = sky130hd
export DESIGN_NAME = CU
export DESIGN_NICKNAME = CU
export VERILOG_FILES = /design/flow/design.v
export SDC_FILE = /design/flow/constraint.sdc
export NUM_CORES = 4
export LEC_CHECK = 1
export CORE_AREA = 10 10 99 99
export DIE_AREA = 0 0 109 109
==> flow/constraint.sdc <==
current_design CU

set clk_period 7.8
set clk_io_pct 0.2

create_clock -name clk0 -period $clk_period [get_ports {clk}]
create_clock -name clk1 -period $clk_period [get_ports {mem_ready}]
create_clock -name clk2 -period $clk_period [get_ports {rst}]

set non_clock_inputs [all_inputs -no_clocks]
set_input_delay [expr $clk_period * $clk_io_pct] -clock clk0 $non_clock_inputs
set_output_delay [expr $clk_period * $clk_io_pct] -clock clk0 [all_outputs]
==> impl_metrics.json <==
{
  "clk_pin_slew_ns": 0.07,
  "core-area_um2": 7730,
  "netlist_area_um2": 1180,
  "status": "finished, final reports clean",
  "grt_util_met2_pct": 6.47,
  "tool_warnings": 38,
  "post-place-ws_ns": 2.06,
  "io_pins": 99,
  "crit_path_start_kind": "clock port",
  "die-height_um": 109,
  "fin_util_pct": 28.7,
  "grt_pass1_vias": 959,
  "use_met3_pct": 5.44,
  "ys_seq_share_pct": 86.6,
  "report.final.slew_viol_count": 0,
  "placed_cell_area_um2": 1940,
  "critical_path_class": "clk -> reg",
  "min_path_cells": 3,
  "gr-total-overflow": 0,
  "netSwitchingPower_mw": 0.118,
  "antenna_left": 0,
  "postSynthAreaPerCell_um2": 21.4,
  "rows": 32,
  "holdPathEnd": "inst_reg[42]$_DFFE_PP_",
  "syn_to_final_growth_pct": 88.4,
  "finalSetupViolCount": 0,
  "timing_hold_violations_final": 0,
  "fill_cells": 767,
  "setup_tns_ns": 0,
  "worst_slack_ns": 3.06,
  "viasPerCell": 3.01,
  "grt_busiest_layer": "met2",
  "holdCritPathClass": "clk -> reg",
  "drt_iter0_markers": 20,
  "flop_area_um2": 1020,
  "holdCritStartpoint": "rst",
  "ys_cells": 55,
  "ys_ff": 34,
  "power_frac_seq_pct": 42.8,
  "grt_max_degree": 13,
  "ir_drop_uv": 75.2,
  "worstPathRequired_ns": 7.79,
  "p_leak_nw": 0.785,
  "p_clk_share_pct": 41.7,
  "gp_congestion": 0.721,
  "critPathMaxFanout": 7,
  "syn-instance-count": 55,
  "powerDensity_nw_per_um2": 279,
  "final-comb-area_um2": 90.1,
  "hold_buffers": 0,
  "post-dp-hpwl_mm": 2.49,
  "die_width_um": 109,
  "post-cts-setup-buffers": 0,
  "p_int_mw": 0.502,
  "grt_pass1_wl_mm": 4.75,
  "cts_tree": "yes",
  "ys_chip_area_um2": 1180,
  "met1_usage_pct": 5.52,
  "dr.pass1.iters": 4,
  "yosys.cell_types.count": 6,
  "cp.arrival_ns": 4.73,
  "largest_reg_flops": 32,
  "drc_errors": 0,
  "wl_mm": 3.37,
  "combPwrFrac_pct": 15.4,
  "cap_violations": 0,
  "wl_per_cell_um": 13.7,
  "initial_core_util_pct": 15.3,
  "switching_share_pct": 19.0,
  "num_antenna_cells": 0,
  "ys_warn_count": 46,
  "antenna_found_initial": 0,
  "end_kind": "register",
  "drive_above_1_share_pct": 15.4,
  "postCtsResizedCells": 0,
  "final_area_um2": 2220,
  "num_vias": 737,
  "io_buffers": 70,
  "total_power_mw": 0.620,
  "dieArea_um2": 11900,
  "grtUsageTotal_pct": 5.44,
  "rsz0062_at_grt": "no"
}
[worst max-delay path by stage]
stage,cells after the start,startpoint,endpoint
CTS,6,rst,immediate_memory_data[10]$_DFFE_PP_
global route,6,rst,immediate_memory_data[10]$_DFFE_PP_
finish,6,rst,immediate_memory_data[10]$_DFFE_PP_
[layer usage]
layer,vias up,share of wire (%)
met4,0,2.4
met5,-,0
li1,338,-
met2,75,45
met1,318,34
met3,6,18
[cell type report]
type / instances / share of cell area, %
Clock buffer: 13 / 8.06
Clock inverter: 7 / 4.62
Tap cell: 102 / 5.75
Sequential cell: 34 / 46.0
Multi-Input combinational cell: 19 / 4.06
Timing Repair Buffer: 70 / 31.5
[logic make-up after synthesis]
logic type | count (synthesis) | share of synthesized area (%)
DFF | 34 | 86.6
other | 2 | 0.637
and+or+nand+nor | 3 | 2.55
buffers and inverters | 16 | 10.2
[through the flow]
stage / hold WS, ns / instances
after floorplan: 0.188 / 69
after global placement: 0.188 / 225
after detailed placement: 0.188 / 225
after CTS: 0.136 / 245
after global routing: 0.134 / 245
final: 0.143 / 245
[synth_stat cells]
cell type	count	area, um2
conb_1	2	7.51
nor3b_2	1	12.5
buf_4	16	120
edfxtp_1	34	1020
nor2_1	1	3.75
nor2b_4	1	13.8
[critical path, cell delays in order]
cell and delay, ns:
nor2b_4 0.08, clkbuf_8 0.13, clkbuf_8 0.11, nor3b_2 0.16, clkbuf_8 0.17, clkbuf_8 0.18
[power by group through the flow]
stage         Clock [mW]  Combinational, mW  Sequential (mW)
CTS                0.272             0.0997            0.267
global route       0.284              0.104            0.270
finish             0.259             0.0957            0.266
[layout by cell type (no fill, tap or decap)]
cell	count
bufinv_16	2
clkbuf_8	13
clkdlybuf4s50_1	70
clkinv_2	1
clkinv_4	2
conb_1	16
edfxtp_1	34
inv_6	1
inv_8	1
nor2_1	1
nor2b_4	1
nor3b_2	1
