==> /design/flow/design.v <==
module ALU (
    input [31:0] A,
    input [31:0] B,
    input [1:0] opcode,
    output [31:0] out
);
    assign out[31:0] = (opcode == 2'b00) ? (A + B) : 32'bz;
    assign out[31:0] = (opcode == 2'b01) ? (A - B) : 32'bz;
    assign out[31:0] = (opcode == 2'b10) ? (A & B) : 32'bz;
    assign out[31:0] = (opcode == 2'b11) ? (A | B) : 32'bz;
endmodule
module DataPath (
    input reg_select,
    input [31:0] load_data,
    input load_enable,
    input [1:0] opcode,
    output [31:0] out
);
    wire [31:0] A, B;
    RegFile register_file(
        .reg_select(reg_select),
        .load_data(load_data),
        .load_enable(load_enable),
        .A(A),
        .B(B)
    );
    ALU alu(
        .A(A),
	    .B(B),
        .opcode(opcode),
        .out(out)
    );
endmodule
module RegFile (
    input reg_select,
    input [31:0] load_data,
    input load_enable,
    output reg [31:0]  A,
    output reg [31:0]  B
);
    always @(posedge load_enable) begin
        if (reg_select)
            B = load_data;
        else
            A = load_data;
    end
endmodule
==> /design/flow/run.sh <==
#!/bin/bash
# OpenROAD 26Q1-2900-gdf79404cd8, Yosys 0.63+post, stock flow scripts
make -C /OpenROAD-flow-scripts/flow DESIGN_CONFIG=/design/flow/config.mk WORK_HOME=/design/flow/orfs finish
==> /design/flow/config.mk <==
export PLATFORM = sky130hd
export DESIGN_NAME = DataPath
export DESIGN_NICKNAME = DataPath
export VERILOG_FILES = /design/flow/design.v
export SDC_FILE = /design/flow/constraint.sdc
export NUM_CORES = 4
export LEC_CHECK = 1
export CORE_UTILIZATION = 50
==> /design/flow/constraint.sdc <==
current_design DataPath

set clk_period 1.0
set clk_io_pct 0.2

create_clock -name clk0 -period $clk_period [get_ports {load_enable}]

set non_clock_inputs [all_inputs -no_clocks]
set_input_delay [expr $clk_period * $clk_io_pct] -clock clk0 $non_clock_inputs
set_output_delay [expr $clk_period * $clk_io_pct] -clock clk0 [all_outputs]
==> flow_summary_export.csv <==
group,metric,value,unit
status,status,"complete, but fails checks",
status,violations,"setup timing",
timing,finalClockPeriodUsage,126.9,%
synthesis,top_cell_area_share,90.41,%
final_layout,instances_no_fill,232,
clock_network,clock-sinks,64,
timing,rsz0062_at_grt,"yes",
synthesis,ys_types,4,
run,warnings,30,
timing,max_freq,787.9,MHz
placement,post-place-ws,-0.2067,ns
placement,placed_area,0.002888,mm^2
global_routing,grt_max_degree,24,
drt,dr.pass1.iters,4,
timing,fin_setup_tns,-6.328,ns
synthesis,ys_warn_count,37,
worst_setup_path,worstPathMaxFanout,1,
synthesis,top_cell,"edfxtp_1",
final_layout,postLayoutCoreUtil,72.05,%
timing,fin_ws,-0.2693,ns
drt,drt_iter0_drc,60,
power_and_ir_drop,leakagePower,1.044,nW
floorplan,die_h,67.21,um
worst_setup_path,cp-endpoint,"out[25]",
timing,hold_viol,0,
power_and_ir_drop,peakVddDrop,1.598,mV
synthesis,ys_seq_share,90.41,%
global_routing,grt_util_all_layers,17.64,%
drt,n_antenna_cell,0,
floorplan,chipArea,0.004517,mm^2
synthesis,synthFlopType,"edfxtp_1",
drt,routed_wl,3259,um
timing,fin_crit,1.269,ns
placement,dp_hpwl,2200,um
floorplan,core,0.004029,mm^2
placement,io_buffers,65,
global_routing,grt_pass1_vias,1053,
synthesis,topCellsByArea,"edfxtp_1 (90%), or2_1 (8.2%), and2_1 (1.2%)",
timing,hold_ws,0.3408,ns
synthesis,ys_area,0.002126,mm^2
global_routing,overflow,0,
min_path,hold_path.class,"in2reg",
clock_network,cts_setup_buffers,0,
drt,ant_nets,0,
final_layout,drive_gt1_share,28.02,%
clock_network,cts_root_buf,"clkbuf_8",
worst_setup_path,startpoint_type,"flop",
synthesis,synth_area_leader_cell,"edfxtp_1",
floorplan,io_pins,68,
synthesis,ys_cells,97,
synthesis,common_cells,"edfxtp_1 (64), or2_1 (28), and2_1 (4), inv_1 (1)",
timing,setup_violations,32,
timing,relSlewSlack,88.19,%
floorplan,rows,23,
global_routing,antenna_found_initial,0,
floorplan,die_w,67.21,um
final_layout,syn_to_final_growth,36.55,%
clock_network,clockBufferDepth,2,
power_and_ir_drop,p_per_area,1901,mW/mm^2
timing,drv_slew,0,
worst_setup_path,criticalPathCategory,"reg2out",
drt,num_vias,1083,
worst_setup_path,crit_arrival,1.07,ns
global_routing,grt_pass1_wl,5071,um
clock_network,cts-hold-fix-buffers,0,
worst_setup_path,crit_path_start,"register_file.A[25]",
power_and_ir_drop,p_total,5.518,mW
timing,worst_slew_pin_slew,0.1771,ns
clock_network,cts-htree-levels,3,
worst_setup_path,crit_required,0.80,ns
clock_network,cts_tree,"built",
clock_network,clk_pin_slew,0.06,ns
synthesis,synth.cell_area,0.002126,mm^2
floorplan,fp_util,52.76,%
final_layout,final_area,0.002903,mm^2
drt,via_per_inst,4.668,
run,drv_cap,0,
drt,wl_per_cell,14.05,um
synthesis,synthArstFlopShare,0,%
synthesis,syn_area_per_cell,21.92,um^2
placement,gp_congestion,0.6834,
synthesis,synth_cells,97,
synthesis,enable_flop_cells,64,
clock_network,numCtsBuffers,9,
synthesis,ys_seq_elements,64,
drt,drcViolationCount,0,
worst_setup_path,cp-end-kind,"output pin",
placement,placed_cells,217,
final_layout,fillCellCount,270,
## layout make-up
class	instances	area, um^2	share of cell area (%)
Clock inverter	6	51.30	1.767
Sequential cell	64	1922	66.21
Multi-Input combinational cell	32	200.2	6.897
Timing Repair Buffer	70	535.5	18.45
Tap cell	50	62.56	2.155
Inverter	1	7.507	0.2586
Clock buffer	9	123.9	4.267
## report_power, final
part	switching, mW	internal (mW)	total [mW]
clock network	0.832	1.10	1.93
logic	0.122	0.236	0.358
registers	0.0405	3.19	3.23
total	0.995	4.52	5.52
## sequential cells by signal, indices dropped and copies added, names as in the netlist
name             cells
register_file.A     32
register_file.B     32
## routing by layer
layer | vias up | part of all wire, % | global-route usage [%]
met2 | 47 | 49 | 24.13
met5 | - | 0 | 0
met4 | 0 | 1.2 | 2.926
met3 | 4 | 11 | 9.418
li1 | 523 | - | -
met1 | 509 | 39 | 29.76
## layout by cell type (no fill, tap or decap), drive strengths merged
cell / count
and2: 4
buf: 38
bufinv: 1
clkbuf: 9
clkdlybuf4s50: 32
clkinv: 5
clkinvlp: 1
edfxtp: 64
or2: 28
## repair_timing
action                     4_1_cts  5_1_grt
pin swaps                       31       12
setup endpoints to repair       32       32
gates cloned                     0        0
gates resized                   96        0
## worst min-delay path by stage
stage / cells after the start / slack [ns] / from / end
final: 2 / 0.34 / reg_select / register_file.B[8]
after global routing: 2 / 0.36 / reg_select / register_file.B[12]
after CTS: 2 / 0.33 / reg_select / register_file.B[8]
## worst max-delay path, stage by stage (launching register included)
cell	delay (ns)
edfxtp_1	0.38
or2_1	0.25
buf_2	0.12
## logic make-up (layout without fill, tap and decap cells)
| logic type | Yosys count | count (layout) | share of synthesized area (%) |
|---|---|---|---|
| buffers and inverters | 1 | 86 | 0.1764 |
| AND/OR/NAND/NOR | 32 | 32 | 9.417 |
| flip-flops | 64 | 64 | 90.41 |
