--- flow/design.v ---
module MUX (
    input select,
    input [31:0] A, B,
    output [31:0] out
);
    assign out = select ? B : A;
endmodule
--- flow/run.sh ---
#!/bin/bash
# OpenROAD 26Q1-2900-gdf79404cd8, Yosys 0.63+post, stock flow scripts
make -C /OpenROAD-flow-scripts/flow DESIGN_CONFIG=/design/flow/config.mk WORK_HOME=/design/flow/orfs finish
--- flow/config.mk ---
export PLATFORM = sky130hd
export DESIGN_NAME = MUX
export DESIGN_NICKNAME = MUX
export VERILOG_FILES = /design/flow/design.v
export SDC_FILE = /design/flow/constraint.sdc
export NUM_CORES = 4
export LEC_CHECK = 1
export CORE_AREA = 10 10 71 71
export DIE_AREA = 0 0 81 81
--- flow/constraint.sdc ---
current_design MUX

set clk_period 1.0
set clk_io_pct 0.2

create_clock -name clk0 -period $clk_period

set non_clock_inputs [all_inputs -no_clocks]
set_input_delay [expr $clk_period * $clk_io_pct] -clock clk0 $non_clock_inputs
set_output_delay [expr $clk_period * $clk_io_pct] -clock clk0 [all_outputs]
==> impl_metrics.csv <==
group,metric,value,unit
status,status,"finished with violations",
status,violations,"negative setup slack",
worst_setup_path,cp_max_fo,6,
yosys,top_cells_by_count,"30 x mux2_4, 3 x buf_12, 2 x mux2_2, 1 x buf_6",
detailed_routing,drt_iter0_drc,2,
worst_setup_path,startpoint_type,"input pin",
final_timing,timing.final.ws_setup,-0.179,ns
worst_hold_path,hold_end,"out[29]",
final_timing,rsz0062_at_grt,"true",
detailed_routing,post_drt_wl_per_cell,15.4,um
power_and_ir_drop,p_leak,0.000872,uW
detailed_routing,viasPerCell,3.82,
detailed_routing,postRouteWirelength,2880,um
final_timing,final_hold_viol_count,0,
floorplanning,io_pins,97,
placement,place_hpwl,2500,um
yosys,synth_cell_types,4,
worst_hold_path,min_from,"B[29]",
yosys,synth_area,544,um2
yosys,synth_stat.cells,36,
detailed_routing,diodes,0,
global_routing,grt_pass1_wl,4140,um
detailed_routing,num_vias,715,
layout,clock_buffer_count,0,
floorplanning,die_w,81,um
layout,drive_gt1_share,54.0,%
floorplanning,initCoreUtil,15.0,%
clocking,ctsHoldBuffers,0,
final_timing,final_max_slew_viol_count,0,
worst_setup_path,path_cells,"buf_12 > buf_12 > buf_12 > mux2_4 > buf_6",
final_timing,finalCritPeriodShare,118,%
floorplanning,die_area,6560,um2
worst_setup_path,timing.critical_path.buf_inv,4,
detailed_routing,drc,0,
global_routing,grtUsageTotal,7.79,%
worst_setup_path,worst-setup-path-type,"input pin to output pin",
layout,fillCellCount,357,
yosys,largest_area_cell,"mux2_4",
layout,area_growth,192,%
yosys,synth.most_common_cell,"mux2_4",
yosys,yosys_warnings,0,
final_timing,maxSlewHeadroom,94.2,%
yosys,avgSynthCellArea,15.1,um2
floorplanning,fp.dieH,81,um
power_and_ir_drop,power_density,392,nW/um2
final_timing,tightestPinTransition,0.0870,ns
yosys,topCellsByArea,"mux2_4 83%, buf_12 11%, mux2_2 4.1%",
global_routing,antenna_found_initial,0,
placement,portBuffers,97,
worst_setup_path,cp-end-kind,"output pin",
yosys,ys_seq_share,0,%
floorplanning,core,3630,um2
worst_setup_path,cpPeakStageDelay,0.29,ns
detailed_routing,drt_first_pass_iters,2,
power_and_ir_drop,peakVddDrop,0.169,mV
worst_hold_path,hold_class,"input pin to output pin",
global_routing,grt_overflow,0,
floorplanning,row_count,22,
placement,gp_congestion,0.832,
final_timing,setup_viol,32,
flow_run,warnings,34,
yosys,netlist_instances,36,
worst_setup_path,worstSetupPathDepth,5,
layout,flops,0,
final_timing,max_freq,848,MHz
yosys,yosys.area.top_type_share,82.8,%
final_timing,finalCriticalPeriod,1.18,ns
detailed_routing,antenna_left,0,
worst_setup_path,crit_slowest_cell,"mux2_4",
worst_hold_path,worstHoldPathCells,3,
worst_setup_path,cp_top_family,"buffers and inverters",
layout,final_core_util,43.8,%
worst_setup_path,crit_top_cell,"buf_12",
placement,place_ws,-0.512,ns
worst_setup_path,arrival,0.98,ns
yosys,ys_area,544,um2
flow_run,maxCapViolCount,0,
global_routing,grt_pass1_vias,764,
worst_setup_path,worstPathRequired,0.80,ns
global_routing,grt_max_degree,11,
layout,regArea,0,um2
-- through the flow --
stage | total power (uW) | instance area, um2 | hold slack [ns] | cells | TNS (ns)
2_1_floorplan | 206 | 544 | 0.498 | 36 | 0
3_3_place_gp | 656 | 1540 | 1.17 | 179 | -15.61
3_5_place_dp | 661 | 1540 | 1.19 | 179 | -15.81
4_1_cts | 614 | 1540 | 0.751 | 186 | -3.62
5_1_grt | 666 | 1590 | 0.717 | 187 | -3.86
6_report | 624 | 1590 | 0.691 | 187 | -3.30
-- metal layers --
layer	wire length [um]	track usage, %	part of all wire, %	up-vias
li1	-	-	-	345
met3	350	2.78	12	0
met4	0	0	0	0
met2	1450	14.3	50	50
met1	1080	9.03	37	320
met5	0	0	0	-
-- where the power goes --
group | switching (uW) | leakage, uW | internal, uW
clock | 0 | 0 | 0
combinational | 137 | 0.000872 | 487
sequential | 0 | 0 | 0
-- repair_timing --
action	in CTS	in global routing
endpoints found under the setup margin	32	32
setup buffers	5	1
endpoints found under the hold margin	0	0
gates resized	171	10
cloned	2	0
-- cell families (layout without fill, tap and decap cells) --
group                  after synthesis  count (layout)  synth area share (%)
muxes                               32              32                  86.9
buffers and inverters                4             107                  13.1
-- worst max path at each step --
stage,startpoint,to
final,select,out[4]
after CTS,select,out[4]
after global routing,B[31],out[31]
-- cells in the final DEF (no fill, tap or decap) --
cell type / synthesis / routed
buf_4: 0 / 1
mux2_4: 30 / 31
mux2_2: 2 / 1
buf_12: 3 / 4
clkdlybuf4s50_1: 0 / 9
buf_16: 0 / 2
buf_6: 1 / 23
dlygate4sd2_1: 0 / 51
dlymetal6s2s_1: 0 / 4
buf_2: 0 / 13
-- layout make-up --
type                       instances  area, um2  area share [%]
multi-input combinational         32        477            30.0
timing repair buffer             107       1050            66.2
tap                               48       60.1            3.78
Power is estimated from default activity; no workload was simulated.
